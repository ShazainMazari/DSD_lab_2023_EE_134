==> flow/run.sh <==
#!/bin/bash
# OpenROAD 26Q1-2900-gdf79404cd8, Yosys 0.63+post, stock flow scripts
make -C /OpenROAD-flow-scripts/flow DESIGN_CONFIG=/design/flow/config.mk WORK_HOME=/design/flow/orfs finish
==> flow/config.mk <==
export PLATFORM = sky130hd
export DESIGN_NAME = lab5behav
export DESIGN_NICKNAME = lab5behav
export VERILOG_FILES = /design/flow/design.v
export SDC_FILE = /design/flow/constraint.sdc
export NUM_CORES = 4
export LEC_CHECK = 1
export CORE_AREA = 10 10 70 70
export DIE_AREA = 0 0 80 80
export SYNTH_HDL_FRONTEND = slang
==> flow/constraint.sdc <==
current_design lab5behav

set clk_period 1.0
set clk_io_pct 0.2

create_clock -name clk0 -period $clk_period

set non_clock_inputs [all_inputs -no_clocks]
set_input_delay [expr $clk_period * $clk_io_pct] -clock clk0 $non_clock_inputs
set_output_delay [expr $clk_period * $clk_io_pct] -clock clk0 [all_outputs]
==> flow/design.v <==
`timescale 1ns / 1ps
module lab5behav(
  input [3:0] num,  
  input [2:0] sel,  
  output logic [6:0] segments,  
  output logic [7:0] anode    
);
  always_comb begin
    case (num)
      4'h0: segments = 7'b1000000;  
      4'h1: segments = 7'b1111001;
      4'h2: segments = 7'b0100100;
      4'h3: segments = 7'b0110000;
      4'h4: segments = 7'b0011001;
      4'h5: segments = 7'b0010010;
      4'h6: segments = 7'b0000010;
      4'h7: segments = 7'b1111000;
      4'h8: segments = 7'b0000000;
      4'h9: segments = 7'b0010000;
      4'hA: segments = 7'b0001000;
      4'hB: segments = 7'b0000011;
      4'hC: segments = 7'b1000110;
      4'hD: segments = 7'b0100001;
      4'hE: segments = 7'b0000110;
      4'hF: segments = 7'b0001110;
      default: segments = 7'b1111111;
    endcase
  end
  always_comb begin
    case (sel)
      3'b000: anode = 8'b11111110;
      3'b001: anode = 8'b11111101;
      3'b010: anode = 8'b11111011;
      3'b011: anode = 8'b11110111;
      3'b100: anode = 8'b11101111;
      3'b101: anode = 8'b11011111;
      3'b110: anode = 8'b10111111;
      3'b111: anode = 8'b01111111;
      default: anode = 8'b11111111;
    endcase
  end
endmodule
==> impl_metrics.tcl <==
# metrics dict for downstream scripts
set metrics [dict create \
    synth_chip_area_um2 334 \
    start_kind "input pin" \
    cp-end-kind "output pin" \
    rsz0062_at_grt "true" \
    synth-simple-area-share 0.296 \
    dp_slack_ns -1.34 \
    dp.cells 119 \
    syn_area_per_cell_um2 8.15 \
    num_vias 450 \
    crit_required_ns 0.80 \
    final_core_util 0.252 \
    status "finished with violations" \
    setup_viol 9 \
    portBuffers 22 \
    holdPathStages 3 \
    cp_max_fo 4 \
    diodes 0 \
    drtIter0Drc 33 \
    gp_congestion 0.704 \
    syn_to_final_growth_pct 158 \
    grt_max_degree 9 \
    whs_ns 0.671 \
    die_h_um 80 \
    wl_per_cell_um 10.9 \
    top_logic_kind "simple AND/OR/NAND/NOR gates" \
    drive_gt1_frac 0.642 \
    drc 0 \
    ir_drop_uv 92.0 \
    fmax_mhz 666 \
    die_w_um 80 \
    seq_cells 0 \
    p_per_area_nw_per_um2 360 \
    fp_util 0.0978 \
    leakagePower_nw 0.377 \
    ant_nets 0 \
    warnings 41 \
    period_used_share 1.50 \
    dr.pass1.iters 3 \
    core_area_um2 3420 \
    yosysWarnings 0 \
    max-slew-margin-rel 0.909 \
    finalPower_mw 0.310 \
    final-seq-area_um2 0 \
    via_per_inst 3.54 \
    totalWireLength_um 1390 \
    grt_pass1_vias 444 \
    slew_viol_final 0 \
    setup.worst_path.end "segments[3]" \
    grt_pass1_wl_um 2130 \
    fin_area_um2 862 \
    fin_cells 127 \
    finalHoldViolCount 0 \
    antenna_found_initial 0 \
    dpl_cell_area_um2 742 \
    finalSetupTns_ns -2.71 \
    clockBufferCount 0 \
    grt_overflow_total 0 \
    mostFrequentLayoutCell "buf_4" \
    yosysTopAreaCell "ha_1" \
    violations "setup timing" \
    xor_share 0 \
    top_area_frac 0.262 \
    fin_ws_ns -0.502 \
    lay_top_cells "12 x buf_4, 11 x buf_6, 7 x buf_2, 5 x nor2_1, 5 x ha_4" \
    topCellsByArea "ha_1 26%, mux2i_1 12%, mux4_1 7.9%" \
    combGateArea_um2 389 \
    cp_data_arrival_time_ns 1.30 \
    synthCells 41 \
    drv_cap 0 \
    chipArea_um2 6400 \
    synthAoiAreaFrac 0.127 \
    syn_area_um2 334 \
    boundaryPins 22 \
    num_rows 21 \
    crit_type "in2out" \
    synth_cell_types 19 \
    grt_usage 0.0388 \
    ys_sh_mux 0.232 \
    hold_class "in2out" \
    synth_stat.cells 41 \
    ys_sh_adder 0.262 \
    dp_hpwl_um 1010 \
    cp-startpoint "num[0]" \
    fill_cells 361 \
    tightest_slew_ns 0.133 \
    yosysSeqAreaShare 0 \
    min_period_ns 1.50 \
]
[kinds of logic after synthesis]
| group | count (synthesis) |
|---|---|
| compound gates | 6 |
| fa+ha+maj | 7 |
| mux | 6 |
| simple gates | 17 |
| buf+inv | 5 |
[cells in the mapped netlist (all sizes together)]
| library cell | number |
|---|---|
| inv | 3 |
| mux4 | 1 |
| or3b | 3 |
| a32o | 1 |
| buf | 2 |
| nand2 | 2 |
| ha | 7 |
| mux2i | 4 |
| nand3b | 3 |
| nor2 | 6 |
| a21oi | 1 |
| or3 | 1 |
| and2b | 1 |
| a22o | 2 |
| nand3 | 1 |
| mux2 | 1 |
| o21ai | 2 |
[power by group]
group / total, mW / switching (mW) / leakage, nW / internal [mW]
combinational: 0.310 / 0.118 / 0.377 / 0.192
clock: 0 / 0 / 0 / 0
sequential: 0 / 0 / 0 / 0
[layer usage]
layer	part of all wire	wire, um	vias up	global-route usage
met5	0	0	-	0
met4	0	0	0	0
met3	0.031	43	0	0.00568
met2	0.56	771	5	0.0754
met1	0.41	572	215	0.0456
li1	-	-	230	-
[worst min path at each step]
stage | start | end | slack, ns
CTS | sel[2] | anode[2] | 0.67
global route | sel[2] | anode[0] | 0.69
finish | sel[2] | anode[0] | 0.67
[worst max-delay path: stages]
cell and delay (ns):
buf_8 0.10, buf_6 0.12, buf_6 0.12, ha_4 0.16, mux4_2 0.46, buf_2 0.13
[timing repair]
item / CTS / global route
endpoints found under the setup margin: 15 / 11
gates resized: 88 / 11
hold buffers: 0 / 0
pin swaps: 10 / 8
setup buffers: 5 / 5
[layout make-up]
| class | count | area share |
|---|---|---|
| Multi-Input combinational cell | 36 | 0.451 |
| Inverter | 3 | 0.0464 |
| Timing Repair Buffer | 42 | 0.435 |
| Tap cell | 46 | 0.0668 |
Power figures rest on the tool's default switching activity, not on a simulated workload.
