===== flow/run.sh =====
#!/bin/bash
# OpenROAD 26Q1-2900-gdf79404cd8, Yosys 0.63+post, stock flow scripts
make -C /OpenROAD-flow-scripts/flow DESIGN_CONFIG=/design/flow/config.mk WORK_HOME=/design/flow/orfs finish

===== flow/config.mk =====
export PLATFORM = sky130hd
export DESIGN_NAME = lab5struc
export DESIGN_NICKNAME = lab5struc
export VERILOG_FILES = /design/flow/design.v
export SDC_FILE = /design/flow/constraint.sdc
export NUM_CORES = 4
export LEC_CHECK = 1
export CORE_AREA = 10 10 70 70
export DIE_AREA = 0 0 80 80
export SYNTH_HDL_FRONTEND = slang

===== flow/constraint.sdc =====
current_design lab5struc

set clk_period 1.0
set clk_io_pct 0.2

create_clock -name clk0 -period $clk_period

set non_clock_inputs [all_inputs -no_clocks]
set_input_delay [expr $clk_period * $clk_io_pct] -clock clk0 $non_clock_inputs
set_output_delay [expr $clk_period * $clk_io_pct] -clock clk0 [all_outputs]

===== flow/design.v =====
`timescale 1ns / 1ps
module lab5struc(
  input [3:0] num,  
  input [2:0] sel,  
  output logic [6:0] segment,  
  output logic [7:0] anode    
);
  logic a, b, c, d;
  assign a = num[3];  
  assign b = num[2];
  assign c = num[1];
  assign d = num[0];
  always_comb begin
    segment[0] = (~a & ~b & ~c & d) | (~a & b & ~c & ~d) | (a & b & ~c & d) | (a & ~b & c & d);
    segment[1] = (b & c & ~d) | (a & c & d) | (a & b & ~d) | (~a & b & ~c & d);
    segment[2] = (a & b & ~d) | (a & b & c) | (~a & ~b & c & ~d);
    segment[3] = (b & c & d) | (~a & ~b & ~c & d) | (~a & b & ~c & ~d) | (a & ~b & c & ~d);
    segment[4] = (~a & d) | (~b & ~c & d) | (~a & b & ~c);
    segment[5] = (~a & ~b & d) | (~a & ~b & c) | (~a & c & d) | (a & b & ~c & d);
    segment[6] = (~a & ~b & ~c) | (~a & b & c & d) | (a & b & ~c & ~d);
    anode[0] = sel[2] | sel[1] | sel[0];
    anode[1] = sel[2] | sel[1] | ~sel[0];
    anode[2] = sel[2] | ~sel[1] | sel[0];
    anode[3] = sel[2] | ~sel[1] | ~sel[0];
    anode[4] = ~sel[2] | sel[1] | sel[0];
    anode[5] = ~sel[2] | sel[1] | ~sel[0];
    anode[6] = ~sel[2] | ~sel[1] | sel[0];
    anode[7] = ~sel[2] | ~sel[1] | ~sel[0];
  end
endmodule

==> results.yml <==
# flow metrics
outcome:
  run_status: "finished with violations"
  violations: "setup timing"
placed_design:
  place_inst: 114
  portBuffers: 22
  post-dp-hpwl_microns: 921
  placed_cell_area_sq_um: 594
  replace_congestion: 0.694
timing:
  hold_viol_final: 0
  min_period_over_period_pct: 117
  setup_viol_count_final: 7
  finalMaxSlewViolations: 0
  finalWorstSetupSlack_ps: -173
  timing.slew.headroom_pct: 85.3
  finalSetupTns_ps: -989
  finalWorstPathRequiredPeriod_ps: 1170
  worstMarginPinSlew_ps: 220
  unrepaired_setup_endpoints_after_global_routing: "yes"
  max_clock_freq_mhz: 852
worst_hold_path:
  min_path_type: "in -> out"
pwr:
  power.ir.vdd_worst_mv: 0.0728
  finalPower_mw: 0.267
  pwr_density_cell_nw_per_um2: 375
  static-leakage-power_nw: 0.320
die:
  ioPinCount: 22
  initCoreUtil_pct: 7.99
  die-width_microns: 80
  std_cell_rows: 21
  die_extent_in_y_microns: 80
  core-area_sq_um: 3420
  design.die.area_sq_um: 6400
finish:
  final-seq-area_sq_um: 0
  layout-drive-gt1-share_pct: 67.1
  finalInstanceArea_sq_um: 712
  n_sequential_cell: 0
  flow.area_growth_from_synthesis_pct: 161
  clk_buffers: 0
  utilization_after_layout_pct: 20.8
  lay_top_cells: "buf_2, buf_6, buf_4, a21oi_2, nand3b_1"
  layout.filler_cells: 388
  instances_no_fill: 122
grt:
  grt_start_max_net_pins: 11
  gr-usage-met2_pct: 6.10
  wire_length_of_the_first_global_routing_pass_mm: 2.09
  via_count_of_the_first_global_routing_pass: 422
  global_route.overflow_total: 0
  grt_most_used_layer: "met2"
  grtUsageMet1_pct: 5.35
  grt_usage_pct: 3.86
  grt_antenna_before_repair: 0
  grt_util_met3_pct: 1.14
critical_path:
  worstPathRequired_ps: 800
  cp_max_fo: 6
  critical_path_arrival_ps: 970
  timing.critical_path.from_type: "input port"
  critical_path_class: "in -> out"
  timing.critical_path.to_type: "output pin"
yosys:
  ys_cells: 40
  syn-cell-area_sq_um: 273
  synthCells: 40
  synth.avg_cell_area_sq_um: 6.82
  synth.lib_cells_used.distinct: 24
  synth_chip_area_sq_um: 273
  postSynthSeqShare_pct: 0
  synth_warnings: 0
route:
  vias_per_cell: 3.55
  first_iter_violations: 13
  postRouteAntennaNets: 0
  postRouteWirelength_mm: 1.33
  firstDrtPassIters: 2
  antenna_cells: 0
  wire_per_inst_microns: 10.9
  routed-via-count: 433
  drt_drc_violations_left: 0
run:
  max_cap_violations: 0
  warnings: 34
[repair_timing]
action                                  in CTS  in global routing
hold endpoints to repair                     0                  0
setup buffers                                7                  0
endpoints found under the setup margin      15                 12
pin swaps                                   11                  7
hold buffers                                 0                  0
cloned                                       1                  0
gates resized                               98                 13
[Yosys cell counts (all sizes together), types with 2 or more instances]
| master | number | area (sq um) |
|---|---|---|
| nand3b | 3 | 22.5 |
| nor2b | 2 | 12.5 |
| buf | 4 | 31.3 |
| nor2 | 3 | 11.3 |
| nand2 | 2 | 7.51 |
| or3b | 2 | 17.5 |
| a21oi | 5 | 25.0 |
| o2bb2ai | 2 | 17.5 |
| nand3 | 3 | 15.0 |
| o21ai | 2 | 10.0 |
| nand2b | 2 | 12.5 |
[critical path, cell delays in order]
cell and delay (ps):
buf_12 110, nor3b_4 250, buf_6 140, a21oi_2 30, mux2i_1 120, buf_2 120
[final cells by class]
type / instances / area, sq um / area share, %
multi-input combinational: 36 / 307 / 43.1
tap: 46 / 57.6 / 8.08
timing repair buffer: 40 / 348 / 48.9
[layer usage]
layer	up-vias	share of wire, %	routed length (microns)
met5	-	0	0
met4	0	0	0
met3	0	7.9	105
met2	12	43	577
met1	201	49	645
li1	220	-	-
[logic make-up after synthesis]
group / Yosys count / share of synthesized area (%)
simple gates: 22 / 53.7
compound gates: 12 / 28.0
buf+inv: 4 / 11.5
xor+xnor: 1 / 3.21
mux: 1 / 3.67
[worst paths after layout]
path,from,to,depth (start not counted)
worst max-delay path,num[1],segment[1],6
worst min-delay path,sel[0],anode[0],3
[through the flow]
step | setup slack [ps] | hold slack, ps
2_1_floorplan | 77.0 | 415
3_3_place_gp | -1020 | 1480
3_5_place_dp | -977 | 1470
4_1_cts | -193 | 647
5_1_grt | -256 | 663
6_report | -173 | 645
[where the power goes]
group          internal (mW)  switching (mW)  leakage [nW]
combinational          0.164           0.103         0.320
sequential                 0               0             0
clock                      0               0             0
total                  0.164           0.103         0.320
Power is estimated from default activity; no workload was simulated.
