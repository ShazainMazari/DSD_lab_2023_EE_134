<file path="run.sh">
#!/bin/bash
# OpenROAD 26Q1-2900-gdf79404cd8, Yosys 0.63+post, stock flow scripts
make -C /OpenROAD-flow-scripts/flow DESIGN_CONFIG=/design/flow/config.mk WORK_HOME=/design/flow/orfs finish
</file>
<file path="config.mk">
export PLATFORM = sky130hd
export DESIGN_NAME = lab7
export DESIGN_NICKNAME = lab7
export VERILOG_FILES = /design/flow/design.v
export SDC_FILE = /design/flow/constraint.sdc
export NUM_CORES = 4
export LEC_CHECK = 1
export CORE_UTILIZATION = 50
export SYNTH_HDL_FRONTEND = slang
</file>
<file path="constraint.sdc">
current_design lab7

set clk_period 3.4
set clk_io_pct 0.2

create_clock -name clk0 -period $clk_period [get_ports {clk}]

set non_clock_inputs [all_inputs -no_clocks]
set_input_delay [expr $clk_period * $clk_io_pct] -clock clk0 $non_clock_inputs
set_output_delay [expr $clk_period * $clk_io_pct] -clock clk0 [all_outputs]
</file>
<file path="design.v">
`timescale 1ns / 1ps
module lab7(
    input logic write,
    input logic [3:0] num,
    input logic [2:0] sel,
    input logic clk,
    input logic reset,
    output logic [7:0] anode,
    output logic [6:0] cathodes
);
    logic [3:0] mem [8];
    logic [2:0] new_sel;
    logic [16:0] Q1, Y1;
    logic [2:0] Q2, Y2;
    always_ff @(posedge clk) begin
        if (reset)
            Q1 <= 0;
        else
            Q1 <= Y1;
    end
    always_comb begin
        if (Q1 == 17'b11111111111111111)
            Y1 = 0;
        else
            Y1 = Q1 + 1'b1;
    end
    always_ff @(posedge Q1[16], posedge write) begin
        if (write)
            Q2 <= 0;
        else
            Q2 <= Y2;
    end
    always_comb begin
        if (Q2 == 3'b111)
            Y2 = 0;
        else
            Y2 = Q2 + 1'b1;
    end
    always_ff @(posedge clk) begin
        if (reset)
            mem <= {0,0,0,0,0,0,0,0};
        else if (write)
            mem[sel] <= num;
    end
    always_comb begin
        if (write)
            new_sel = sel;
        else
            new_sel = Q2;
    end
    always_comb begin
        case(new_sel)
            3'b000 : anode = 8'b11111110;
            3'b001 : anode = 8'b11111101;
            3'b010 : anode = 8'b11111011;
            3'b011 : anode = 8'b11110111;
            3'b100 : anode = 8'b11101111;
            3'b101 : anode = 8'b11011111;
            3'b110 : anode = 8'b10111111;
            3'b111 : anode = 8'b01111111;
        endcase
    end
    always_comb begin
        case(mem[new_sel])
            4'b0000 : cathodes = 7'b0000001;
            4'b0001 : cathodes = 7'b1001111;
            4'b0010 : cathodes = 7'b0010010;
            4'b0011 : cathodes = 7'b0000110;
            4'b0100 : cathodes = 7'b1001100;
            4'b0101 : cathodes = 7'b0100100;
            4'b0110 : cathodes = 7'b0100000;
            4'b0111 : cathodes = 7'b0001111;
            4'b1000 : cathodes = 7'b0000000;
            4'b1001 : cathodes = 7'b0000100;
            4'b1010 : cathodes = 7'b0001000;
            4'b1011 : cathodes = 7'b1100000;
            4'b1100 : cathodes = 7'b0110001;
            4'b1101 : cathodes = 7'b1000010;
            4'b1110 : cathodes = 7'b0110000;
            4'b1111 : cathodes = 7'b0111000;
        endcase
    end
endmodule
</file>
==> CHANGELOG.md <==
### Implementation results

- Status: finished with violations
- Failing checks: setup timing
- Area grow syn2layout: 29.1%
- Synth Seq Share: 37.4%
- Worst setup margin: -0.0635 ns
- Initial drt markers: 111
- Drt wl/cell: 14.6 µm
- HP Class: reg2reg
- Die Ht: 77.1 µm
- CP Max Fanout: 8
- Total track usage: 23.0%
- Crit Path Class: in2out
- Final Cycle Share: 102%
- Least-Margin Pin Slew: 0.545 ns
- RePlAce Congestion: 0.864
- Mapped cell area: 2820 µm²
- Fin. Hold Viols: 0
- Max H-tree Level: 2
- DR pass1 iterations: 4
- Worst Skew: 0.00300 ns
- Delay of the slowest critical-path stage: 0.49 ns
- RSZ-0062 raised after global routing: true
- FFs w/ async S/R, synth: 5.77%
- Yosys Chip Area: 2820 µm²
- Synth warnings: 0
- Residual DRC count: 0
- Static Leak: 1.65 nW
- Critical Path Most Common Cell: buf_6
- Number of unconstrained endpoints: 3
- Top routing layer in use: met4
- CP Capture Type: primary output
- Clock transition at the registers of the reported paths: 0.09 ns
- Setup-failing EPs final: 1
- Chip footprint: 5950 µm²
- Seq cells post-synth: 52
- Ratio of cells with drive above 1 in the final layout: 29.0%
- Port bufs: 24
- EDFF count, synth: 0
- Cell count after synthesis: 302
- Largest net degree at the start of global routing: 34
- Die extent in x: 77.1 µm
- CTS Hold Bufs: 0
- Final WL: 6.37 mm
- Ant diodes: 0
- Crit path max-delay family: buffers and inverters
- First-pass GRT wire length: 10.7 mm
- Number of global-route vias before repair: 2,144
- CP bufs+invs: 5
- VDD IR max: 338 µV
- Num CTS Buffers: 5
- Setup crit start kind: input pin
- Clock Latency Late Sink: 0.30 ns
- Cells in synth_stat.txt: 302
- Area of the core: 5270 µm²
- Setup_tns: -0.0635 ns
- Inst Count DP: 412
- Final HPWL DP: 4.45 mm
- Pwr/cell area: 351 nW/µm²
- Post-synth cell types: 50
- Clock tree from TritonCTS: yes
- Crit path DRT: 2.72 ns
- Floorplan-stage core utilization: 53.5%
- Io pins: 25
- Final ANT Viol Nets: 0
- GRT overflow: 0
- Met2 wire length: 2.61 mm
- Root buffer cell: clkbuf_8
- Finished Layout Cells: 436
- Tmin final: 3.46 ns
- Crit-path slowest cell: clkdlybuf4s50_1
- Count of unclocked register or latch pins: 3
- Initial antenna violation count: 0
- Max Cap Viol: 0
- Worst EP arrival: 2.78 ns
- Most frequent cells in the layout: nor2_1 (57), dfxtp_1 (49), mux2i_1 (40), buf_4 (39), nand2_1 (15)
- Maximum clock frequency: 289 MHz
- Main synth FF type: dfxtp_1
- Syn avg cell area: 9.34 µm²
- CTS Buffer Depth: 2
- Crit path cell chain: buf_8 > buf_6 > buf_6 > a21o_4 > buf_6 > a2111oi_4 > a22oi_2 > xnor2_1 > a211oi_1 > clkdlybuf4s50_1
- Rows: 26
- Met1 WL: 3.41 mm
- Finished Core Util: 69.1%
- Most instantiated logic cell after routing: nor2_1
- Slew Limit Fails: 0
- Tool warnings: 32
- Drt via density: 5.16
- Met3 wire len: 269 µm
- Relative max-transition margin: 63.5%
- Routed via count: 2,251
## synthesized netlist by cell type (all sizes together), types with 2 or more instances
master	count	area (µm²)
nor3b	6	60.1
and3	6	37.5
nand4b	2	17.5
a211oi	2	20.0
dfrtp	3	75.1
o21ai	4	20.0
nand3	13	65.1
xnor2	6	52.6
a31o	2	17.5
o22ai	3	32.5
o31ai	3	41.3
inv	14	52.6
nor2b	2	12.5
a221o	2	20.0
ha	10	125
nor2	59	224
nand2	17	63.8
clkbuf	12	45.0
a21oi	3	15.0
dfxtp	49	981
xor2	9	78.8
nor3	4	20.0
a221oi	2	23.8
buf	7	66.3
a21o	2	16.3
mux2i	48	497
## path summary, 6_finish.rpt
path         cells past startpoint          end   from  slack [ns]
max reg2reg                      8        Q1[3]  Q1[7]        1.22
min reg2reg                      1        Q1[0]  Q1[0]        0.48
min                              1        Q1[0]  Q1[0]        0.48
max                             10  cathodes[6]  write       -0.06
## metal layers
layer	global-route usage, %	vias up
li1	-	1156
met1	38.9	1050
met2	32.8	39
met3	3.02	6
met4	2.83	0
met5	0	-
## logic make-up (layout without fill, tap and decap cells)
kind of cell	count (synthesis)	in the layout	synth area share (%)
compound gates	29	29	10.5
xor+xnor	15	15	4.66
fa+ha+maj	10	10	4.43
buf+inv	33	97	5.81
flops	52	52	37.4
mux	49	49	18.1
simple gates	114	114	19.1
## power breakdown
part,internal [W],switching (W),leakage (nW),total [W]
clock,0.000226,0.000208,0.0603,0.000434
sequential,0.000585,0.00000788,0.439,0.000593
combinational,0.000139,0.000114,1.16,0.000254
## stage by stage
step | setup slack, ns | hold WS [ns] | area [µm²] | total power (W)
2_1_floorplan | 0.255 | 0.430 | 2820 | 0.000736
5_1_grt | -0.200 | 0.517 | 3640 | 0.00134
3_5_place_dp | -0.647 | 0.460 | 3300 | 0.000827
3_3_place_gp | -0.647 | 0.445 | 3300 | 0.000827
6_report | -0.0635 | 0.482 | 3640 | 0.00128
4_1_cts | -0.0969 | 0.481 | 3510 | 0.00127
## repair_timing
item	CTS	global route
setup buffers	4	10
gates cloned	2	0
setup endpoints to repair	7	7
pin swaps	10	10
gates resized	38	23
## sequential cells by signal, indices dropped and copies added, names as in the netlist
register	count
Q2	3
mem	32
Q1	17
## area by class of cell
cell class                      count  area (µm²)
Clock buffer                        5        68.8
Clock inverter                      3        50.0
Fill cell                         410        1630
Inverter                           14        52.6
Multi-Input combinational cell    217        1680
Sequential cell                    52        1060
Tap cell                           70        87.6
Timing Repair Buffer               75         646
Power and IR drop assume default switching activity.
